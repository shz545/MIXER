===== design/flow/run.sh =====
#!/bin/bash
# OpenROAD 26Q1-2900-gdf79404cd8, Yosys 0.63+post, stock flow scripts
make -C /OpenROAD-flow-scripts/flow DESIGN_CONFIG=/design/flow/config.mk WORK_HOME=/design/flow/orfs finish

===== design/flow/config.mk =====
export PLATFORM = sky130hd
export DESIGN_NAME = relu32_wrapper
export DESIGN_NICKNAME = relu32_wrapper
export VERILOG_FILES = /design/flow/design.v
export SDC_FILE = /design/flow/constraint.sdc
export NUM_CORES = 4
export LEC_CHECK = 1
export CORE_AREA = 10 10 190 190
export DIE_AREA = 0 0 200 200

===== design/flow/constraint.sdc =====
current_design relu32_wrapper

set clk_period 1.0
set clk_io_pct 0.2

create_clock -name clk0 -period $clk_period

set non_clock_inputs [all_inputs -no_clocks]
set_input_delay [expr $clk_period * $clk_io_pct] -clock clk0 $non_clock_inputs
set_output_delay [expr $clk_period * $clk_io_pct] -clock clk0 [all_outputs]

===== design/flow/design.v =====
`timescale 1ns/1ps
module relu32 (
    input [255:0] inp,
    output [223:0] out
);
    wire [7:0] v0; assign v0[7:0] = inp[7:0];  
    wire [7:0] v1; assign v1[7:0] = inp[15:8];  
    wire [7:0] v2; assign v2[7:0] = inp[23:16];  
    wire [7:0] v3; assign v3[7:0] = inp[31:24];  
    wire [7:0] v4; assign v4[7:0] = inp[39:32];  
    wire [7:0] v5; assign v5[7:0] = inp[47:40];  
    wire [7:0] v6; assign v6[7:0] = inp[55:48];  
    wire [7:0] v7; assign v7[7:0] = inp[63:56];  
    wire [7:0] v8; assign v8[7:0] = inp[71:64];  
    wire [7:0] v9; assign v9[7:0] = inp[79:72];  
    wire [7:0] v10; assign v10[7:0] = inp[87:80];  
    wire [7:0] v11; assign v11[7:0] = inp[95:88];  
    wire [7:0] v12; assign v12[7:0] = inp[103:96];  
    wire [7:0] v13; assign v13[7:0] = inp[111:104];  
    wire [7:0] v14; assign v14[7:0] = inp[119:112];  
    wire [7:0] v15; assign v15[7:0] = inp[127:120];  
    wire [7:0] v16; assign v16[7:0] = inp[135:128];  
    wire [7:0] v17; assign v17[7:0] = inp[143:136];  
    wire [7:0] v18; assign v18[7:0] = inp[151:144];  
    wire [7:0] v19; assign v19[7:0] = inp[159:152];  
    wire [7:0] v20; assign v20[7:0] = inp[167:160];  
    wire [7:0] v21; assign v21[7:0] = inp[175:168];  
    wire [7:0] v22; assign v22[7:0] = inp[183:176];  
    wire [7:0] v23; assign v23[7:0] = inp[191:184];  
    wire [7:0] v24; assign v24[7:0] = inp[199:192];  
    wire [7:0] v25; assign v25[7:0] = inp[207:200];  
    wire [7:0] v26; assign v26[7:0] = inp[215:208];  
    wire [7:0] v27; assign v27[7:0] = inp[223:216];  
    wire [7:0] v28; assign v28[7:0] = inp[231:224];  
    wire [7:0] v29; assign v29[7:0] = inp[239:232];  
    wire [7:0] v30; assign v30[7:0] = inp[247:240];  
    wire [7:0] v31; assign v31[7:0] = inp[255:248];  
    wire [7:0] v32; assign v32[7:0] = v0[7:0];  
    wire [6:0] v33; assign v33[6:0] = v32[6:0] & {7{~v32[7]}};  
    wire [7:0] v34; assign v34[7:0] = v1[7:0];  
    wire [6:0] v35; assign v35[6:0] = v34[6:0] & {7{~v34[7]}};  
    wire [7:0] v36; assign v36[7:0] = v2[7:0];  
    wire [6:0] v37; assign v37[6:0] = v36[6:0] & {7{~v36[7]}};  
    wire [7:0] v38; assign v38[7:0] = v3[7:0];  
    wire [6:0] v39; assign v39[6:0] = v38[6:0] & {7{~v38[7]}};  
    wire [7:0] v40; assign v40[7:0] = v4[7:0];  
    wire [6:0] v41; assign v41[6:0] = v40[6:0] & {7{~v40[7]}};  
    wire [7:0] v42; assign v42[7:0] = v5[7:0];  
    wire [6:0] v43; assign v43[6:0] = v42[6:0] & {7{~v42[7]}};  
    wire [7:0] v44; assign v44[7:0] = v6[7:0];  
    wire [6:0] v45; assign v45[6:0] = v44[6:0] & {7{~v44[7]}};  
    wire [7:0] v46; assign v46[7:0] = v7[7:0];  
    wire [6:0] v47; assign v47[6:0] = v46[6:0] & {7{~v46[7]}};  
    wire [7:0] v48; assign v48[7:0] = v8[7:0];  
    wire [6:0] v49; assign v49[6:0] = v48[6:0] & {7{~v48[7]}};  
    wire [7:0] v50; assign v50[7:0] = v9[7:0];  
    wire [6:0] v51; assign v51[6:0] = v50[6:0] & {7{~v50[7]}};  
    wire [7:0] v52; assign v52[7:0] = v10[7:0];  
    wire [6:0] v53; assign v53[6:0] = v52[6:0] & {7{~v52[7]}};  
    wire [7:0] v54; assign v54[7:0] = v11[7:0];  
    wire [6:0] v55; assign v55[6:0] = v54[6:0] & {7{~v54[7]}};  
    wire [7:0] v56; assign v56[7:0] = v12[7:0];  
    wire [6:0] v57; assign v57[6:0] = v56[6:0] & {7{~v56[7]}};  
    wire [7:0] v58; assign v58[7:0] = v13[7:0];  
    wire [6:0] v59; assign v59[6:0] = v58[6:0] & {7{~v58[7]}};  
    wire [7:0] v60; assign v60[7:0] = v14[7:0];  
    wire [6:0] v61; assign v61[6:0] = v60[6:0] & {7{~v60[7]}};  
    wire [7:0] v62; assign v62[7:0] = v15[7:0];  
    wire [6:0] v63; assign v63[6:0] = v62[6:0] & {7{~v62[7]}};  
    wire [7:0] v64; assign v64[7:0] = v16[7:0];  
    wire [6:0] v65; assign v65[6:0] = v64[6:0] & {7{~v64[7]}};  
    wire [7:0] v66; assign v66[7:0] = v17[7:0];  
    wire [6:0] v67; assign v67[6:0] = v66[6:0] & {7{~v66[7]}};  
    wire [7:0] v68; assign v68[7:0] = v18[7:0];  
    wire [6:0] v69; assign v69[6:0] = v68[6:0] & {7{~v68[7]}};  
    wire [7:0] v70; assign v70[7:0] = v19[7:0];  
    wire [6:0] v71; assign v71[6:0] = v70[6:0] & {7{~v70[7]}};  
    wire [7:0] v72; assign v72[7:0] = v20[7:0];  
    wire [6:0] v73; assign v73[6:0] = v72[6:0] & {7{~v72[7]}};  
    wire [7:0] v74; assign v74[7:0] = v21[7:0];  
    wire [6:0] v75; assign v75[6:0] = v74[6:0] & {7{~v74[7]}};  
    wire [7:0] v76; assign v76[7:0] = v22[7:0];  
    wire [6:0] v77; assign v77[6:0] = v76[6:0] & {7{~v76[7]}};  
    wire [7:0] v78; assign v78[7:0] = v23[7:0];  
    wire [6:0] v79; assign v79[6:0] = v78[6:0] & {7{~v78[7]}};  
    wire [7:0] v80; assign v80[7:0] = v24[7:0];  
    wire [6:0] v81; assign v81[6:0] = v80[6:0] & {7{~v80[7]}};  
    wire [7:0] v82; assign v82[7:0] = v25[7:0];  
    wire [6:0] v83; assign v83[6:0] = v82[6:0] & {7{~v82[7]}};  
    wire [7:0] v84; assign v84[7:0] = v26[7:0];  
    wire [6:0] v85; assign v85[6:0] = v84[6:0] & {7{~v84[7]}};  
    wire [7:0] v86; assign v86[7:0] = v27[7:0];  
    wire [6:0] v87; assign v87[6:0] = v86[6:0] & {7{~v86[7]}};  
    wire [7:0] v88; assign v88[7:0] = v28[7:0];  
    wire [6:0] v89; assign v89[6:0] = v88[6:0] & {7{~v88[7]}};  
    wire [7:0] v90; assign v90[7:0] = v29[7:0];  
    wire [6:0] v91; assign v91[6:0] = v90[6:0] & {7{~v90[7]}};  
    wire [7:0] v92; assign v92[7:0] = v30[7:0];  
    wire [6:0] v93; assign v93[6:0] = v92[6:0] & {7{~v92[7]}};  
    wire [7:0] v94; assign v94[7:0] = v31[7:0];  
    wire [6:0] v95; assign v95[6:0] = v94[6:0] & {7{~v94[7]}};  
    assign out[6:0] = v33[6:0];
    assign out[13:7] = v35[6:0];
    assign out[20:14] = v37[6:0];
    assign out[27:21] = v39[6:0];
    assign out[34:28] = v41[6:0];
    assign out[41:35] = v43[6:0];
    assign out[48:42] = v45[6:0];
    assign out[55:49] = v47[6:0];
    assign out[62:56] = v49[6:0];
    assign out[69:63] = v51[6:0];
    assign out[76:70] = v53[6:0];
    assign out[83:77] = v55[6:0];
    assign out[90:84] = v57[6:0];
    assign out[97:91] = v59[6:0];
    assign out[104:98] = v61[6:0];
    assign out[111:105] = v63[6:0];
    assign out[118:112] = v65[6:0];
    assign out[125:119] = v67[6:0];
    assign out[132:126] = v69[6:0];
    assign out[139:133] = v71[6:0];
    assign out[146:140] = v73[6:0];
    assign out[153:147] = v75[6:0];
    assign out[160:154] = v77[6:0];
    assign out[167:161] = v79[6:0];
    assign out[174:168] = v81[6:0];
    assign out[181:175] = v83[6:0];
    assign out[188:182] = v85[6:0];
    assign out[195:189] = v87[6:0];
    assign out[202:196] = v89[6:0];
    assign out[209:203] = v91[6:0];
    assign out[216:210] = v93[6:0];
    assign out[223:217] = v95[6:0];
    endmodule
`timescale 1 ns / 1 ps
module relu32_wrapper (
    input [255:0] inp,
    output [223:0] out
);
    wire [255:0] packed_inp;
    wire [223:0] packed_out;
    assign packed_inp[255:0] = inp[255:0];
    relu32 op (
        .inp(packed_inp),
        .out(packed_out)
    );
    assign out[223:0] = packed_out[223:0];
endmodule

==> results_slide.txt <==
Key Metrics from the Run

Drt
  • DR DRC count: 0
  • Vias/cell: 2.84
  • Routed vias: 3,255
  • Drt wl/cell: 16.3 um
  • Initial DRC Count: 69
  • # diodes: 0
  • Post-DRT Antenna Nets: 0
  • DRT Wirelength: 18.7 mm
  • TritonRoute pass-1 iters: 4

Synthesis
  • Unique masters post-synth: 1
  • YS chip area: 0.00196 sq mm
  • Yosys stat cell total: 224
  • Synth Seq Share: 0%
  • Synth warnings: 0
  • Synth Instances: 224
  • Cell Area, Synth: 0.00196 sq mm
  • Syn Area/Cell: 8.76 sq um

Power
  • Leakage Power: 3.55 nW
  • Total power draw: 1.74 mW
  • PD cells: 289 mW/mm^2
  • VDD IR-drop max: 0.0977 mV

Final timing
  • Min Tclk post-route: 0.981 ns
  • Max-slew violation count: 0
  • Final period utilization: 98.1%
  • RSZ-0062 raised after global routing: no
  • Hold Vio Cnt, Final: 0
  • Slew @ Worst Pin: 0.150 ns
  • Setup TNS: 0 ns
  • Rel. slew slack: 90.0%
  • Final setup fails: 0
  • FMAX: 1020 MHz

Run
  • Tool Warnings: 32
  • Max Cap Viol: 0

Global routing
  • Vias in the first global route: 3,437
  • Grt total ovfl: 0
  • First-pass GRT wire length: 24.6 mm
  • Initial antenna violation count: 6
  • GRT Util Overall: 8.28%
  • Pin count of the biggest net entering global routing: 8

Critical path
  • CP max-delay cell: dlygate4sd2_1
  • Family with the most delay on the worst path: buffers and inverters
  • Slowest Stage Delay on Critical Path: 0.23 ns
  • Crit path buf inv count: 2
  • Crit path cell chain: dlygate4sd2_1 -> and2b_2 -> clkdlybuf4s15_1
  • WP depth: 3
  • Startpoint types: input pin
  • WP data arrival: 0.78 ns
  • Critical Path End: out[98]
  • Worst setup EP type: primary output
  • CP Max Fanout: 1
  • Crit. Startpoint: inp[112]
  • Crit path DRT: 0.80 ns
  • Setup Crit Path Kind: input pin to primary output

Layout
  • Layout cells sized above 1: 68.0%
  • Fillers: 3,696
  • Area of the multi-input gates: 0.00196 sq mm
  • Flop count: 0
  • Syn-to-layout area delta: 207%
  • Clkbuf count: 0
  • FF+latch area: 0 sq um

Min path
  • Hold WC Path Type: input pin to primary output

Die
  • FP Core Util: 6.17%
  • Die width: 200 um
  • Die area: 0.0400 sq mm
  • Num ports: 480
  • Row cnt: 65
  • Core ar.: 0.0318 sq mm
  • Die Ht: 200 um

Place
  • PortBufs: 480
  • GPL Wtd Cong: 0.895
  • Post-DP HPWL: 17.8 mm

Clocking
  • Postcts setup bufs: 0

Status
  • Status: finished, final reports clean
-- cells in the mapped netlist --
master,number,area share [%]
and2b_2,224,100
-- worst min path at each step --
stage | startpoint | to | depth (start not counted)
after CTS | inp[175] | out[149] | 3
after global routing | inp[175] | out[153] | 3
final | inp[175] | out[149] | 3
-- what timing repair did --
item,CTS,global route
hold buffers,0,0
setup endpoints to repair,224,38
pin swaps,0,0
endpoints found under the hold margin,0,0
gates resized,1103,19
-- cell usage in the layout, fill, tap and decap left out, drive strengths merged --
cell           netlist  layout
clkbuf               0      11
clkdlybuf4s15        0      30
and2b              224     224
buf                  0     236
dlygate4sd2          0     209
-- cells by family (layout without fill, tap and decap cells) --
| logic type | after synthesis | after routing | synth area share (%) |
|---|---|---|---|
| buffers and inverters | 0 | 486 | 0 |
| AND/OR/NAND/NOR | 224 | 224 | 100 |
-- area by class of cell --
cell class	count	area share, %
timing repair buffer	486	58.4
multi-input combinational	224	32.6
tap	435	9.04
-- through the flow --
step / util [%] / setup WS (ns) / instances / instance area [sq um] / hold slack, ns
detailed placement: 23.3 / -0.744 / 1145 / 7390 / 1.37
CTS: 19.1 / 0.00126 / 1145 / 6080 / 0.785
floorplan: - / 0.430 / 224 / 1960 / 0.497
finish: 18.9 / 0.0192 / 1145 / 6020 / 0.782
global placement: 23.3 / -0.747 / 1145 / 7390 / 1.37
global route: 18.9 / 0.00193 / 1145 / 6020 / 0.796
-- tightest hold or removal path: stages --
cell and delay [ns]:
buf_6 0.11, and2b_2 0.19, buf_2 0.08
-- report_power, final --
group	leakage, nW	switching [mW]	total [mW]	internal (mW)
sequential	0	0	0	0
clock	0	0	0	0
combinational	3.55	0.481	1.74	1.26
total	3.55	0.481	1.74	1.26
-- layer usage --
metal  track usage (%)  part of all wire [%]
met1              9.65                    37
met2              15.5                    53
met3              2.22                   9.6
met4             0.224                  0.40
met5                 0                     0
Power and IR drop assume default switching activity.

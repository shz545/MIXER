--- flow/design.v ---
`timescale 1ns / 1ps
module negative #(
    parameter BW_IN = 32,
    parameter BW_OUT = 32,
    parameter IN_SIGNED = 0
) (
    input  [ BW_IN-1:0] in,
    output [BW_OUT-1:0] out
);
  generate
    if (BW_IN < BW_OUT) begin : in_is_smaller
      wire [BW_OUT-1:0] in_ext;
      if (IN_SIGNED == 1) begin : is_signed
        assign in_ext = {{BW_OUT - BW_IN{in[BW_IN-1]}}, in};
      end else begin : is_unsigned
        assign in_ext = {{BW_OUT - BW_IN{1'b0}}, in};
      end
      assign out = -in_ext;
    end else begin : in_is_bigger
      assign out = -in[BW_OUT-1:0];
    end
  endgenerate
endmodule
--- flow/constraint.sdc ---
current_design negative

set clk_period 9.5
set clk_io_pct 0.2

create_clock -name clk0 -period $clk_period

set non_clock_inputs [all_inputs -no_clocks]
set_input_delay [expr $clk_period * $clk_io_pct] -clock clk0 $non_clock_inputs
set_output_delay [expr $clk_period * $clk_io_pct] -clock clk0 [all_outputs]
--- flow/config.mk ---
export PLATFORM = sky130hd
export DESIGN_NAME = negative
export DESIGN_NICKNAME = negative
export VERILOG_FILES = /design/flow/design.v
export SDC_FILE = /design/flow/constraint.sdc
export NUM_CORES = 4
export LEC_CHECK = 1
export CORE_AREA = 10 10 76 76
export DIE_AREA = 0 0 86 86
--- flow/run.sh ---
#!/bin/bash
# OpenROAD 26Q1-2900-gdf79404cd8, Yosys 0.63+post, stock flow scripts
make -C /OpenROAD-flow-scripts/flow DESIGN_CONFIG=/design/flow/config.mk WORK_HOME=/design/flow/orfs finish
==> results.ini <==
[pwr]
power_w=0.00004492
swShare=0.3242
p_comb_frac=1.000
p_leak_nw=0.3975
p_int_w=0.00003036
clock_power_share=0
p_seq_frac=0
p_sw_w=0.00001456
irDropWorstVdd_mv=0.01387
powerDensity_mw_per_mm2=32.38

[place]
pre_cts_slack_ns=3.249
portBuffers=64
gp_congestion=0.7644
placed_area_mm2=0.001388
hpwl_um=2341

[floorplan]
die_y_um=86
io_pins=64
num_rows=23
dieWidth_um=86
chipArea_mm2=0.007396
coreArea_mm2=0.004115
initCoreUtil=0.1745

[setup_path]
critical_path_class=in -> out
cp_max_fo=9
crit_buf_inv=3
slowest_delay_ns=0.50
critPathRequiredTime_ns=7.60
setup.worst_path.start_class=input port
cp_slowest_cell=clkdlybuf4s50_1
end_kind=output pin
path_common_cell=clkdlybuf4s50_1
critPathTopFamily=buffers and inverters
crit_chain=clkdlybuf4s50_1 -> inv_1 -> ha_1 -> nor4b_2 -> nand4_4 -> nor4_2 -> xnor2_1 -> clkdlybuf4s50_1
cp_data_arrival_time_ns=4.30

[finish]
fillCellCount=435
syn2layout_area_growth_pct=93.21
seqCellArea_um2=0
final_cell_mix=clkdlybuf4s50_1 (64), xnor2_1 (25), nor3_1 (10)
clkbuf_count=0
lay_top_count=clkdlybuf4s50_1
design_area_mm2=0.001388
logic_area_um2=669.4
ff_count=0
final_layout_size_suffix_gt1_frac=0.08725

[route]
route.antenna.remaining_nets=0
vias=863
wire_per_inst_um=13.46
antennaDiodeCount=0
wirelength_um=2678
drtIter0Drc=17
first_pass_iters=3
via_per_inst=4.337
drc_errors=0

[sta]
period_needed_ns=6.199
finalMaxSlewViolations=0
hold_viol=0
rsz0062_at_grt=false
setup_viol=0
tns_ns=0
final.period_utilization=0.6525
setup_ws_ns=3.301
tightest_slew_ns=0.6837
slew_headroom=0.5442
max_freq_mhz=161.3
hold_ws_ns=4.679

[synth]
ys_seq_frac=0
ys_warn_count=0
netlist_area_um2=718.2
top_area_frac=0.3049
synth.avg_cell_area_um2=8.161
synth_cell_type_count=24
yosys_area_um2=718.2
area_leaders=xnor2_1 (30%), nor4_4 (8.9%), nor3_1 (7.0%)
syn_inst=88
ys_cells=88
yosys.area.top_type=xnor2_1

[min_path]
whs_endpoint=out[0]
whs_path_depth=2
hold_path.class=in -> out
min-delay-start=in[0]

[global_routing]
use_met2=0.1129
use_met3=0.04290
grt_overflow=0
grt_pass1_vias=925
busiest_layer=met2
grt_max_degree=16
antenna_found_initial=0
grt_pass1_wl_um=4533
track_usage=0.07136
gr-usage-met1=0.08603

[clock_tree]
cts_setup_buffers=0
cts_resized=0
cts_hold_buffers=0

[outcome]
run_status=finished, final reports clean

[job]
warnings=32
maxCapViolCount=0

## stage by stage
| step | cells | util |
|---|---|---|
| after global routing | 199 | 0.3372 |
| after CTS | 199 | 0.3372 |
| final | 199 | 0.3372 |
| after detailed placement | 199 | 0.3372 |
| after floorplan | 88 | - |
| after global placement | 199 | 0.3372 |
## power groups by stage
stage	registers [W]	logic (W)	clock network (W)
global route	0	0.0000493	0
CTS	0	0.0000459	0
finish	0	0.0000449	0
## layer usage
layer | up-vias | share of wire
li1 | 443 | -
met1 | 383 | 0.42
met2 | 37 | 0.44
met3 | 0 | 0.15
met4 | 0 | 0
met5 | - | 0
## cell usage after synthesis, drive strengths merged
cell type	instances
nand4b	1
xnor2	25
nand4	2
or4	3
nor4b	2
nand3b	1
buf	3
nor4	12
nor3	11
nand2	4
or2	1
ha	1
inv	4
nor2b	1
nor2	9
xor2	4
o31a	1
or3	3
## how the worst max path moves through the flow
stage | startpoint | end | slack [ns] | cells past startpoint
4_1_cts | in[0] | out[22] | 3.25 | 8
5_1_grt | in[0] | out[22] | 3.12 | 8
6_report | in[0] | out[22] | 3.30 | 8
## cell families after synthesis
logic type,after synthesis,share of synthesized area
AOI/OAI and AO/OA,1,0.01220
buffers and inverters,7,0.06793
and+or+nand+nor,50,0.5488
adders and majority gates,1,0.01742
xor gates and xnor gates,29,0.3537
## cell type report
cell class                      instances  share of cell area
Inverter                                4             0.01082
Multi-Input combinational cell         81              0.4824
Tap cell                               50             0.04509
Timing Repair Buffer                   64              0.4617
Power figures rest on the tool's default switching activity, not on a simulated workload.
